--- config.mk ---
export PLATFORM = sky130hd
export DESIGN_NAME = buffer
export DESIGN_NICKNAME = buffer
export VERILOG_FILES = /design/flow/design.v
export SDC_FILE = /design/flow/constraint.sdc
export NUM_CORES = 4
export LEC_CHECK = 1
export CORE_UTILIZATION = 40
--- constraint.sdc ---
current_design buffer

set clk_period 3.6
set clk_io_pct 0.2

create_clock -name clk0 -period $clk_period [get_ports {aclk}]

set non_clock_inputs [all_inputs -no_clocks]
set_input_delay [expr $clk_period * $clk_io_pct] -clock clk0 $non_clock_inputs
set_output_delay [expr $clk_period * $clk_io_pct] -clock clk0 [all_outputs]
--- design.v ---
(*use_dsp = "yes"*) module bf16_mul # (
    parameter EXP_WIDTH = 8,
    parameter SIG_WIDTH = 7,
    parameter FLAG_WIDTH = 4
) (
    input [EXP_WIDTH+SIG_WIDTH:0] i_data_a,
    input [EXP_WIDTH+SIG_WIDTH:0] i_data_b,
    output reg [EXP_WIDTH+SIG_WIDTH:0] o_data,
    output reg [FLAG_WIDTH-1:0] o_flag
);
wire [FLAG_WIDTH-1:0] flag_a, flag_b;
wire signed [EXP_WIDTH-1:0] exp_a, exp_b;
wire [SIG_WIDTH-1:0] sig_a, sig_b;
wire sign_a, sign_b;
reg sign;
reg [2*SIG_WIDTH+1:0] sig_raw;
reg [SIG_WIDTH-1:0] sig;
reg signed [EXP_WIDTH+1:0] exp_raw, exp, exp_out;
bf16_class m_class_a (
    i_data_a,
    flag_a,
    sig_a,
    exp_a,
    sign_a
);
bf16_class m_class_b (
    i_data_b,
    flag_b,
    sig_b,
    exp_b,
    sign_b
);
always @(*) begin
    o_flag = 4'b0000;
    sign = i_data_a[15]^i_data_b[15];
    if(flag_a[3] | flag_b[3]) begin
        o_data = {16'b0_11111111_1000000};
        o_flag[3] = 1'b1;
    end
    else if(flag_a[2] | flag_b[2]) begin
        if(flag_a[1] | flag_b[1]) begin
            o_data = {16'b1_11111111_1000000};
            o_flag[3] = 1'b1;
        end
        else begin
            o_data = {sign, 15'b00000000_0000000};
            o_flag[2] = 1'b1;
        end
    end  
    else if(flag_a[1] | flag_b[1]) begin
        o_data = {sign, 15'b11111111_0000000};
        o_flag[1] = 1'b1;
    end
    else begin
        exp_raw = exp_a + exp_b;  
        sig_raw = {1'b1, sig_a} * {1'b1, sig_b};  
        if(sig_raw[15] == 1'b1) begin
            sig = sig_raw[14:8];
            exp = exp_raw + 'd1;
        end
        else begin
            sig = sig_raw[13:7];
            exp = exp_raw;
        end
        if(exp < -126) begin
            o_data = {sign, 15'b00000000_0000000};
            o_flag[2] = 1'b1;
        end
        else if(exp > 127) begin
            o_data = {sign, 15'b11111111_0000000};
            o_flag[1] = 1'b1;
        end
        else begin
            exp_out = exp + 127;
            o_data = {sign, exp_out[7:0], sig[6:0]};
            o_flag[0] = 1'b1;
        end
    end
end
endmodule
module buffer #(
    parameter DWIDTH = 16
) (
    input wire aclk,
    input wire aresetn,
    input  wire              s_axis0_tvalid,
    output wire              s_axis0_tready,
    input  wire [DWIDTH-1:0] s_axis0_tdata,
    input  wire              s_axis0_tlast,
    input  wire              k_rready,
    output wire              k_rvalid,
    output wire [DWIDTH-1:0] k_rdata,
    output wire              k_wready,
    input  wire              k_wvalid,
    input  wire [DWIDTH-1:0] k_wdata,
    input wire c_lfirst,
    input wire c_llast,
    input wire c_new,
    output wire              s_axis1_tvalid,
    input  wire              s_axis1_tready,
    output wire [DWIDTH-1:0] s_axis1_tdata,
    output wire              s_axis1_tlast
);
    reg [1:0] status;   
    reg fifoin;   
    wire fin_iwrite, fout_iwrite;
    wire [DWIDTH-1:0] fin_idata, fout_idata;
    wire fin_iread, fout_iread;
    wire [DWIDTH-1:0] fin_odata, fout_odata;
    wire fin_oend, fout_oend;
    wire fin_rrst, fout_rrst;
    wire fin_wrst, fout_wrst;
    fifo f1 (
        .iclk   (aclk),
        .iresetn(aresetn),
        .iwrite (fifoin ? fout_iwrite : fin_iwrite),
        .idata  (fifoin ? fout_idata  : fin_idata ),
        .iread  (fifoin ? fout_iread  : fin_iread ),
        .odata  (f1_odata ),
        .oend   (f1_oend  ),
        .rrst   (fifoin ? fout_rrst   : fin_rrst  ),
        .wrst   (fifoin ? fout_wrst   : fin_wrst  )
    );
    fifo f2 (
        .iclk   (aclk),
        .iresetn(aresetn),
        .iwrite (fifoin ? fin_iwrite : fout_iwrite),
        .idata  (fifoin ? fin_idata  : fout_idata ),
        .iread  (fifoin ? fin_iread  : fout_iread ),
        .odata  (f2_odata ),
        .oend   (f2_oend  ),
        .rrst   (fifoin ? fin_rrst   : fout_rrst  ),
        .wrst   (fifoin ? fin_wrst   : fout_wrst  )
    );
    assign fin_odata  = fifoin ? f2_odata : f1_odata;
    assign fout_odata = fifoin ? f1_odata : f2_odata;
    assign fin_oend   = fifoin ? f2_oend  : f1_oend;
    assign fout_oend  = fifoin ? f1_oend  : f2_oend;
    assign fout_wrst  = c_new & c_lfirst;
    assign fin_wrst   = c_new;
    assign fin_rrst   = c_new;
    assign fout_rrst  = c_new;
    always @(posedge aclk) begin
        if (aresetn) begin
            status <= 2'b00;
            fifoin <= 0;
        end else if (c_new) begin
            fifoin <= ~fifoin;
            if (c_lfirst) begin
                status <= 2'b00;
            end else if (c_llast) begin
                status <= 2'b10;
            end else begin
                status <= 2'b11;
            end
        end else if (s_axis0_tlast) status <= 2'b01;
    end
    assign s_axis0_tready = (status == 2'b00);
    assign fin_iwrite = s_axis0_tready & s_axis0_tvalid;
    assign fin_idata = s_axis0_tdata;
    assign k_rvalid = ~fin_oend | (status == 2'b00);
    assign k_rdata = fin_odata;
    assign fin_iread = k_rvalid & k_rready;
    assign k_wready = 1;
    assign k_wdata = fout_idata;
    assign fout_iwrite = k_wready & k_wvalid;
    assign s_axis1_tvalid = (status == 2'b10) & (~fout_oend);
    assign fout_iread = s_axis1_tvalid & s_axis1_tready;
    assign s_axis1_tdata = fout_odata;
endmodule
module fifo #(
    parameter DWIDTH = 16,
    parameter NDEPTH = 4,
    localparam DEPTH = (1<<NDEPTH)
) (
    input wire                  iclk,
    input wire                  iresetn,
    input wire                  iwrite,
    input wire [DWIDTH-1:0]     idata,
    input wire                  iread,
    output reg [DWIDTH-1:0]     odata,
    output wire                 oend,  
    input wire                  rrst,
    input wire                  wrst
);
    reg [DWIDTH-1:0] fifo [DEPTH-1:0];
    reg [NDEPTH-1:0] rptr, wptr;
    assign oend = (rptr == wptr);
    always @(posedge iclk) begin
        if(iresetn) begin
            rptr <= 0;
            wptr <= 0;
        end
        else begin
            if(wrst)
                wptr <= 0;
            else if(iwrite) begin
                fifo[wptr] <= idata;
                wptr <= wptr+1;
            end
            if(rrst)
                rptr <= 0;
            else if(iread & ~oend) begin 
                odata <= fifo[rptr];
                rptr <= rptr+1;
            end    
        end
    end
endmodule
--- run.sh ---
#!/bin/bash
# OpenROAD 26Q1-2900-gdf79404cd8, Yosys 0.63+post, stock flow scripts
make -C /OpenROAD-flow-scripts/flow DESIGN_CONFIG=/design/flow/config.mk WORK_HOME=/design/flow/orfs finish
==> impl_metrics.json <==
{
  "area_growth_pct": 4.37,
  "ios": 79,
  "die_height_um": 88.7,
  "yosys_register_bits": 53,
  "hold_buffers": 0,
  "crit_arrival_ns": 2.02,
  "grt-ovfl-total": 0,
  "hp-start": "f2.rptr[3]$_SDFFE_PN0P_",
  "vias": 1894,
  "logic_area_um2": 1360,
  "drt_iter0_drc": 126,
  "preCtsSetupSlack_ns": 0.915,
  "antenna_found_initial": 0,
  "first_pass_iters": 4,
  "regArea_um2": 1400,
  "rsz0062_at_grt": "false",
  "design.die.area_um2": 7870,
  "hold_viol": 0,
  "clkTransAtPathRegs_ns": 0.09,
  "async_flop_share": 0,
  "port_buffers": 16,
  "grt_pass1_wl_um": 7910,
  "dp_hpwl_um": 3590,
  "ir_drop_uv": 154,
  "hold_slack_ns": 0.529,
  "path_class": "reg2out",
  "slew_headroom": 0.591,
  "wire_per_inst_um": 12.7,
  "wl_um": 4940,
  "drtAntennaViolNets": 0,
  "combinationalPowerShare": 0.101,
  "p_seq_frac": 0.609,
  "ys_warn_count": 9,
  "ys_seq_frac": 0.466,
  "fmax_mhz": 365,
  "tns_ns": 0,
  "antenna-diode-count": 0,
  "synth_area_um2": 3010,
  "fin_skew_ns": 0.00785,
  "gp_congestion": 0.777,
  "critPathMaxFanout": 9,
  "clkPwrFrac": 0.290,
  "edf_count": 34,
  "finalPower_mw": 1.11,
  "hold_path_depth": 2,
  "ys_types": 42,
  "period_needed_ns": 2.74,
  "root_buffer": "clkbuf_8",
  "cp_data_required_time_ns": 2.88,
  "fp-utilization": 0.415,
  "clock_latency_ns": 0.30,
  "fin_ws_ns": 0.863,
  "r2r-end": "f1.fifo[1][0]$_DFFE_PP_",
  "yosys_area_um2": 3010,
  "finalClockPeriodUsage": 0.760,
  "switchingPower_mw": 0.259,
  "min_path_type": "reg2reg",
  "htreeDepth": 2,
  "rows": 31,
  "post_layout_nonfiller_instances": 390,
  "r2r_slack_ns": 1.48,
  "grt_max_degree": 20,
  "dp.cells": 382,
  "drv_slew": 0,
  "tightest_slew_ns": 0.613,
  "cts_tree": "done",
  "dieWidth_um": 88.7,
  "final.fill_count": 699,
  "synth_cells": 285,
  "grt_pass1_vias": 1619,
  "switching_share": 0.233,
  "layout_top_cell": "nor2_1",
  "setup_viol": 0,
  "drv_cap": 0,
  "holdPathEnd": "f2.rptr[3]$_SDFFE_PN0P_",
  "post_synth.cell_area_avg_um2": 10.6,
  "drive_gt1_frac": 0.0790,
  "drc": 0,
  "post_cts_buffers": 0,
  "core_region_area_um2": 7250,
  "clock-sinks": 53,
  "warnings": 61,
  "status": "finished, final reports clean",
  "power_density_nw_per_um2": 353,
  "leakagePower_nw": 1.08,
  "numCtsBuffers": 5,
  "synthFlopType": "edfxtp_1",
  "rr_worst_depth": 4,
  "via_per_inst": 4.86,
  "crit_path_start_kind": "flop",
  "end_kind": "primary output",
  "layout_top_cells": "36 x nor2_1, 34 x edfxtp_1, 32 x conb_1",
  "grt_use_total": 0.138,
  "r2r_start": "fifoin$_SDFFE_PP0P_",
  "ys_cells": 285,
  "cts.repair.resized": 0,
  "power.internal_mw": 0.849,
  "cts_buffer_depth": 2
}
==> power by group through the flow <==
stage         clock, mW  combinational [mW]  sequential (mW)
finish            0.321               0.112            0.675
global route      0.367               0.127            0.678
CTS               0.334               0.113            0.675
==> layer usage <==
metal | GRT usage | vias to the layer above | part of all wire | wire length (um)
li1 | - | 949 | - | -
met1 | 0.226 | 860 | 0.48 | 2380
met2 | 0.197 | 80 | 0.42 | 2080
met3 | 0.0454 | 5 | 0.082 | 407
met4 | 0.0132 | 0 | 0.014 | 70
met5 | 0 | - | 0 | 0
==> cell families after synthesis <==
logic type | synth area share
AND/OR/NAND/NOR | 0.163
flip-flops | 0.466
other | 0.00250
AND-OR/OR-AND | 0.0740
multiplexers | 0.0881
adder cells (fa/ha/maj) | 0.0416
buffers and inverters | 0.121
XOR/XNOR | 0.0437
==> state kept, by name, summed over array words and instances, names as in the netlist <==
register / flops
f1.rptr: 4
fifoin: 1
f1.fifo: 16
f2.fifo: 16
f1.odata: 1
f2.odata: 1
f2.wptr: 4
f2.rptr: 4
status: 2
f1.wptr: 4
==> synth_stat cells, drive strengths merged (3+ instances only) <==
cell type | instances | share of area
nand2b | 9 | 0.019
buf | 46 | 0.11
o21ai | 6 | 0.010
edfxtp | 34 | 0.34
nand3 | 11 | 0.018
xnor2 | 15 | 0.044
inv | 5 | 0.0062
ha | 10 | 0.042
nand2 | 20 | 0.025
a21oi | 11 | 0.018
nor2 | 36 | 0.045
mux4 | 8 | 0.060
mux2 | 4 | 0.015
dfxtp | 19 | 0.13
nor3 | 10 | 0.017
nor2b | 3 | 0.0062
mux2i | 4 | 0.013
==> metrics by stage <==
stage	utilization	cell area (um^2)
after floorplan	-	3120
after global placement	0.422	3060
after detailed placement	0.422	3060
after CTS	0.433	3140
after global routing	0.433	3140
final	0.433	3140
==> layout make-up <==
class                   count  share of cell area
flip-flops and latches     53               0.446
inverters                   5             0.00598
well taps                  99              0.0394
clock buffers               8              0.0255
multi-input cells         209               0.432
repair buffers             16              0.0510
==> critical path: stages, from the launching register on <==
cell and delay, ns:
dfxtp_1 0.62, xnor2_1 0.20, nand4_1 0.24, mux2i_1 0.20, nand2b_1 0.07, clkdlybuf4s50_1 0.40
==> worst max-delay path by stage <==
stage     slack, ns       end               startpoint
6_report       0.86  k_rvalid  f1.rptr[0]$_SDFFE_PN0P_
5_1_grt        0.60  k_rvalid  f1.rptr[0]$_SDFFE_PN0P_
4_1_cts        0.82  k_rvalid  f1.rptr[0]$_SDFFE_PN0P_
Power and IR drop assume default switching activity.
