==> ./design.v <==
(*use_dsp = "yes"*) module bf16_mul # (
    parameter EXP_WIDTH = 8,
    parameter SIG_WIDTH = 7,
    parameter FLAG_WIDTH = 4
) (
    input [EXP_WIDTH+SIG_WIDTH:0] i_data_a,
    input [EXP_WIDTH+SIG_WIDTH:0] i_data_b,
    output reg [EXP_WIDTH+SIG_WIDTH:0] o_data,
    output reg [FLAG_WIDTH-1:0] o_flag
);
wire [FLAG_WIDTH-1:0] flag_a, flag_b;
wire signed [EXP_WIDTH-1:0] exp_a, exp_b;
wire [SIG_WIDTH-1:0] sig_a, sig_b;
wire sign_a, sign_b;
reg sign;
reg [2*SIG_WIDTH+1:0] sig_raw;
reg [SIG_WIDTH-1:0] sig;
reg signed [EXP_WIDTH+1:0] exp_raw, exp, exp_out;
bf16_class m_class_a (
    i_data_a,
    flag_a,
    sig_a,
    exp_a,
    sign_a
);
bf16_class m_class_b (
    i_data_b,
    flag_b,
    sig_b,
    exp_b,
    sign_b
);
always @(*) begin
    o_flag = 4'b0000;
    sign = i_data_a[15]^i_data_b[15];
    if(flag_a[3] | flag_b[3]) begin
        o_data = {16'b0_11111111_1000000};
        o_flag[3] = 1'b1;
    end
    else if(flag_a[2] | flag_b[2]) begin
        if(flag_a[1] | flag_b[1]) begin
            o_data = {16'b1_11111111_1000000};
            o_flag[3] = 1'b1;
        end
        else begin
            o_data = {sign, 15'b00000000_0000000};
            o_flag[2] = 1'b1;
        end
    end  
    else if(flag_a[1] | flag_b[1]) begin
        o_data = {sign, 15'b11111111_0000000};
        o_flag[1] = 1'b1;
    end
    else begin
        exp_raw = exp_a + exp_b;  
        sig_raw = {1'b1, sig_a} * {1'b1, sig_b};  
        if(sig_raw[15] == 1'b1) begin
            sig = sig_raw[14:8];
            exp = exp_raw + 'd1;
        end
        else begin
            sig = sig_raw[13:7];
            exp = exp_raw;
        end
        if(exp < -126) begin
            o_data = {sign, 15'b00000000_0000000};
            o_flag[2] = 1'b1;
        end
        else if(exp > 127) begin
            o_data = {sign, 15'b11111111_0000000};
            o_flag[1] = 1'b1;
        end
        else begin
            exp_out = exp + 127;
            o_data = {sign, exp_out[7:0], sig[6:0]};
            o_flag[0] = 1'b1;
        end
    end
end
endmodule
module gemm_w_buff #(
    parameter DATA_WIDTH = 16,
    parameter COLS = 1,
    parameter DEPTH = 512,  
    parameter N_DEPTH = $clog2(DEPTH)
    )(
    input i_clk,
    input i_rst,
    input i_valid,
    input i_write,
    input [COLS*DATA_WIDTH-1:0] i_data,
    output [COLS*DATA_WIDTH-1:0] o_data
);
    reg [COLS*DATA_WIDTH-1:0] store [DEPTH-1:0];
    reg [N_DEPTH-1:0] store_ptr;
    always @(posedge i_clk) begin
        if(i_rst) begin
            store_ptr <= 'd0;
        end
        else if(i_valid & i_write) begin
            store[store_ptr] <= i_data;
            store_ptr <= store_ptr+1; 
        end
        else if(i_valid) begin
            store_ptr <= store_ptr+1;
        end
    end
    assign o_data = store[store_ptr];
endmodule
==> ./run.sh <==
#!/bin/bash
# OpenROAD 26Q1-2900-gdf79404cd8, Yosys 0.63+post, stock flow scripts
make -C /OpenROAD-flow-scripts/flow DESIGN_CONFIG=/design/flow/config.mk WORK_HOME=/design/flow/orfs finish
==> ./config.mk <==
export PLATFORM = sky130hd
export DESIGN_NAME = gemm_w_buff
export DESIGN_NICKNAME = gemm_w_buff
export VERILOG_FILES = /design/flow/design.v
export SDC_FILE = /design/flow/constraint.sdc
export NUM_CORES = 4
export LEC_CHECK = 1
export CORE_UTILIZATION = 50
export SYNTH_MEMORY_MAX_BITS = 65536
==> ./constraint.sdc <==
current_design gemm_w_buff

set clk_period 224.9
set clk_io_pct 0.2

create_clock -name clk0 -period $clk_period [get_ports {i_clk}]

set non_clock_inputs [all_inputs -no_clocks]
set_input_delay [expr $clk_period * $clk_io_pct] -clock clk0 $non_clock_inputs
set_output_delay [expr $clk_period * $clk_io_pct] -clock clk0 [all_outputs]
==> impl_metrics.yaml <==
# yosys + openroad results
clocking:
  htreeDepth: 6
  cts_setup_buffers: 0
  cts_hold_buf: 0
  path_clk_slew_ps: 60
  ctsResizeCount: 0
  numCtsBuffers: 815
  clkLatencyLatePin_ps: 1170
  cts_tree: "yes"
  cts_buffer_depth: 4
  cts_sinks: 8210
  clock_tree.root_cell: "clkbuf_16"
yosys:
  synth_area_mm2: 0.320
  syn_inst: 15503
  synthArstFlopShare_pct: 0
  edf_count: 8192
  ys_seq_share_pct: 76.9
  yosys_area_mm2: 0.320
  ys_types: 97
  ys_ff: 8210
  ys_warn_count: 1
  most_common_cell: "edfxtp_1"
  synth.largest_area_cell: "edfxtp_1"
  flop_cell: "edfxtp_1"
  netlist_top_cells_area: "edfxtp_1 77%, mux4_2 8.8%, mux2i_1 4.6%"
  syn_avg_cell_area_um2: 20.7
  top_cells_by_count: "8192 x edfxtp_1, 1466 x mux2i_1, 1258 x mux4_2, 671 x nor2_1, 533 x o221ai_1"
  synth.top_cell.area_share_pct: 76.8
  synth_stat.cells: 15503
floorplan:
  ios: 36
  die_w_um: 802
  chip_area_mm2: 0.644
  row_count: 293
  die_height_um: 802
  fp_util_pct: 50.2
  core_mm2: 0.638
place:
  dpl_worst_slack_ps: 169340
  port_buffers: 35
  gp_congestion: 0.937
  dp_cells: 24144
  hpwl_mm: 578
sta:
  skew_ps: 121
  fin_crit_sh_pct: 25.3
  final.setup.tns_ps: 0
  rsz0062_at_grt: "false"
  final_hold_viol_count: 0
  finalSetupViolCount: 0
  maxSlewHeadroom_pct: -9.88
  finalMaxSlewViolations: 4
  fin_ws_ps: 168110
  worstMarginPinSlew_ps: 1630
  period_minus_slack_ps: 56790
  fmax_mhz: 17.6
run_status:
  violations: "max-capacitance violations, max-slew violations"
  status: "complete, but fails checks"
critical_path:
  r2r_slack_ps: 220740
  cp-end-kind: "output port"
  cp_cell_sequence: "buf_4 > buf_4 > buf_4 > buf_4 > buf_4 > buf_4 > buf_4 > buf_4 > buf_4 > mux4_2 > a22oi_1 > a21oi_1 > a31oi_1 > nor2_1 > o2111ai_1 > buf_4 > nor4_2 > buf_4 > clkdlybuf4s50_1"
  cp_slowest_cell: "nor4_2"
  cp_common_cell: "buf_4"
  slowest_delay_ps: 830
  worstPathMaxFanout: 37
  critical_path_class: "reg2out"
  cp_data_arrival_time_ps: 11810
  cp-start-kind: "register"
  cp.required_ps: 179920
routing:
  route.detailed.drc: 0
  via_count: 163233
  vias_per_cell: 6.34
  wl_per_cell_um: 36.7
  wl_mm: 946
  dr.pass1.iters: 7
  antenna_left: 0
  drt_first_iter_violations: 12164
power_and_ir_drop:
  power_frac_clock_pct: 41.3
  power.total_mw: 3.16
  p_leak_nw: 111
  p_switching_uw: 683
  seq_power_share_pct: 53.2
  power.density_cell_area_mw_per_mm2: 8.80
  combPwrFrac_pct: 5.4
  peakVddDrop_v: 0.0000105
  sw_frac_of_total_pct: 21.6
  p_int_mw: 2.48
finish:
  final_cells: 25759
  drive_gt1_share_pct: 22.0
  syn_to_final_growth_pct: 12.3
grt:
  overflow: 0
  grt_max_degree: 125
  grt_pass1_wl_mm: 1320
  grt_pass1_vias: 173270
  antenna_found_initial: 75
  grtUsageTotal_pct: 33.1
run:
  warnings: 49
  cap_violations: 2
worst_hold_path:
  hold_path.class: "reg2reg"
## layout by cell type, fill, tap and decap left out, drive strengths merged, types with 11 or more instances in the layout
cell and count:
and3 19, a21oi 347, a22oi 75, o21a 28
o22ai 384, and2 54, nand3 117, bufinv 53
nand2 272, or3 11, o221ai 544, clkdlybuf4s50 19
a32oi 17, buf 1193, nand4 50, mux4 1347
a2111oi 40, nor3 125, inv 30, diode 122
o21ai 233, edfxtp 8192, o22a 13, a31oi 69
nor2b 12, nor4 55, a221oi 26, dfxtp 18
clkinvlp 13, clkinv 386, mux2i 1466, o211ai 16
a211oi 79, a21o 11, nor3b 12, o32ai 11
clkbuf 1016, mux2 63, nor2 672
## stage by stage
step                      hold WS (ps)  util [%]  instance area, µm²
after floorplan                    556         -              320000
after global routing               641      56.4              359000
final                              605      56.4              360000
after CTS                          601      56.3              359000
after global placement             590      52.3              334000
after detailed placement           589      52.3              334000
## power by group through the flow
| stage | combinational (mW) | clock (mW) | sequential (mW) |
|---|---|---|---|
| 4_1_cts | 0.173 | 1.32 | 1.68 |
| 5_1_grt | 0.183 | 1.38 | 1.68 |
| 6_report | 0.172 | 1.31 | 1.68 |
## state kept, by name (all words and copies together) (netlist names), named ones only
register and cells:
store 8192, store_ptr 9
## critical path, delay by kind of cell (launching register included)
kind                   cells  cell delay [ps]
flip-flops                 1              800
buffers and inverters     12             6650
AND/OR/NAND/NOR            2             1460
multiplexers               1              350
AND-OR/OR-AND              4             1090
## routing by layer
layer	GRT usage [%]	vias to the layer above	routed length, µm
li1	-	67563	-
met1	40.9	82307	284000
met2	44.0	11378	421000
met3	28.7	1880	191000
met4	12.2	105	47400
met5	3.29	-	2730
## cells by family (layout without fill, tap and decap cells)
group	count (synthesis)	after routing	synth area share, %
DFF	8210	8210	76.9
AOI/OAI and AO/OA	1970	1970	4.30
and+or+nand+nor	1452	1452	2.05
other	0	122	0
xor gates and xnor gates	8	8	0.0219
adders and majority gates	4	4	0.0156
buffers and inverters	983	2710	2.31
muxes	2876	2876	14.4
## final cells by class
class,instances,area (µm²)
well taps,8407,10500
inverters,6,42.5
multi-input cells,6310,67200
fillers,46326,278000
flip-flops and latches,8210,246000
clock buffers,1016,21300
repair buffers,1212,9580
diodes,122,305
clock inverters,476,4160
## final timing paths
kind	startpoint	end	depth (start not counted)
setup / recovery	register	o_data[5]	19
hold / removal	store_ptr[1]$_SDFFE_PP0N_	register	2
setup reg to reg	store_ptr[2]$_SDFFE_PP0N_	store[229][10]$_DFFE_PP_	6
hold reg to reg	store_ptr[1]$_SDFFE_PP0N_	register	2
Power figures rest on the tool's default switching activity, not on a simulated workload.
